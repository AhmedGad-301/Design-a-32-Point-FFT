## run.sh

```bash
#!/bin/bash
# OpenROAD 26Q1-2900-gdf79404cd8, Yosys 0.63+post, stock flow scripts
make -C /OpenROAD-flow-scripts/flow DESIGN_CONFIG=/design/flow/config.mk WORK_HOME=/design/flow/orfs finish
```

## config.mk

```make
export PLATFORM = sky130hd
export DESIGN_NAME = Mem_twiddle
export DESIGN_NICKNAME = Mem_twiddle
export VERILOG_FILES = /design/flow/design.v
export SDC_FILE = /design/flow/constraint.sdc
export NUM_CORES = 4
export LEC_CHECK = 1
export CORE_AREA = 10 10 70 70
export DIE_AREA = 0 0 80 80
```

## constraint.sdc

```tcl
current_design Mem_twiddle

set clk_period 1.1
set clk_io_pct 0.2

create_clock -name clk0 -period $clk_period

set non_clock_inputs [all_inputs -no_clocks]
set_input_delay [expr $clk_period * $clk_io_pct] -clock clk0 $non_clock_inputs
set_output_delay [expr $clk_period * $clk_io_pct] -clock clk0 [all_outputs]
```

## design.v

```verilog
`timescale 1ns / 1ps
module Mem_twiddle#(parameter fix_bit = 5, parameter bits = 11)(
    input   [3:0]       ADDR,
    output  [bits-1:0]  Data
    );
    reg [bits-1:0] tw_valu [0:15];
    initial
        begin
            tw_valu[0]  = 32'b0000000000000000_0000000010000000;             
            tw_valu[1]  = 32'b1000000000011000_0000000001111101;             
            tw_valu[2]  = 32'b1000000000110000_0000000001110110;             
            tw_valu[3]  = 32'b1000000001000111_0000000001101010;             
            tw_valu[4]  = 32'b1000000001011010_0000000001011010;             
            tw_valu[5]  = 32'b1000000001101010_0000000001000111;             
            tw_valu[6]  = 32'b0000000000000000_0000000010000000;             
            tw_valu[7]  = 32'b0000000000000000_0000000010000000;             
            tw_valu[8]  = 32'b0000000000000000_0000000010000000;             
            tw_valu[9]  = 32'b0000000000000000_0000000010000000;             
            tw_valu[10] = 32'b0000000000000000_0000000010000000;             
            tw_valu[11] = 32'b0000000000000000_0000000010000000;             
            tw_valu[12] = 32'b0000000000000000_0000000010000000;             
            tw_valu[13] = 32'b0000000000000000_0000000010000000;             
            tw_valu[14] = 32'b0000000000000000_0000000010000000;             
            tw_valu[15] = 32'b0000000000000000_0000000010000000;             
        end
    assign Data = tw_valu[ADDR];
endmodule
```

==> results.sh <==
# source this file to load flow results
export IMPL_status="complete, but fails checks"
export IMPL_failed_checks="setup timing"
export IMPL_ys_area_um2=181
export IMPL_finalCritPeriodShare_pct=108
export IMPL_rsz0062_at_grt="true"
export IMPL_antenna_diode_count=0
export IMPL_top_area_share_pct=20.7
export IMPL_warning_count=36
export IMPL_syn_to_final_growth_pct=126
export IMPL_place_congestion=0.712
export IMPL_synth_area_um2=181
export IMPL_critPathArrivalTime_ns=0.97
export IMPL_top_cells_by_area="ha_1, buf_4, nand2b_4, buf_6, a21oi_1"
export IMPL_wirelength_um=693
export IMPL_worst_setup_path_type="in -> out"
export IMPL_p_leak_nw=0.187
export IMPL_critPathSlowestCell="a211o_1"
export IMPL_antenna_found_initial=0
export IMPL_worstSetupStartpointType="input port"
export IMPL_combPwrFrac_pct=100.0
export IMPL_netlist_cell_type_count=17
export IMPL_peakVddDrop_mv=0.0444
export IMPL_worst_hold_slack_ns=0.772
export IMPL_internal_power_mw=0.0755
export IMPL_drt_iter0_drc=12
export IMPL_seqCellArea_um2=0
export IMPL_power_mw=0.126
export IMPL_endpoint_kind="output port"
export IMPL_antenna_left=0
export IMPL_maxCapViolations=0
export IMPL_core_um2=3420
export IMPL_hold_buffers=0
export IMPL_yosysWarnings=1
export IMPL_viasPerCell=2.31
export IMPL_maxSlewViolCount=0
export IMPL_drt_wirelength_per_cell_um=7.88
export IMPL_boundaryPins=15
export IMPL_min_path_type="in -> out"
export IMPL_grt_pass1_wl_um=1120
export IMPL_power_switching_share_pct=40.1
export IMPL_syn_area_per_cell_um2=7.26
export IMPL_path_cells="buf_6 -> inv_2 -> ha_2 -> nor2b_4 -> a211o_1 -> buf_2"
export IMPL_grt_max_degree=9
export IMPL_net_switching_power_mw=0.0504
export IMPL_ys_seq_share_pct=0
export IMPL_die_w_um=80
export IMPL_first_global_vias=220
export IMPL_worstHoldStart="ADDR[0]"
export IMPL_fmax_ghz=0.840
export IMPL_drive_above_1_share_pct=78.6
export IMPL_pwr_share_seq_pct=0
export IMPL_grt_overflow_total=0
export IMPL_flops=0
export IMPL_final_min_clock_period_ns=1.19
export IMPL_dpl_worst_slack_ns=-0.983
export IMPL_firstDrtPassIters=2
export IMPL_grtUsageTotal_pct=2.08
export IMPL_design_area_um2=410
export IMPL_chip_area_um2=6400
export IMPL_pwr_share_clk_pct=0
export IMPL_io_buffer_count=12
export IMPL_critPathCapture="Data[7]"
export IMPL_die_height_um=80
export IMPL_finalSetupViolCount=6
export IMPL_top_cells_by_count="buf_4, ha_1"
export IMPL_cp_data_required_time_ns=0.88
export IMPL_placed_area_um2=358
export IMPL_synth_cells=25
export IMPL_top_area_cell="ha_1"
export IMPL_power_density_nw_per_um2=307
export IMPL_slowest_delay_ns=0.21
export IMPL_cp_startpoint="ADDR[0]"
export IMPL_drc=0
export IMPL_vias=203
export IMPL_initial_core_util_pct=5.31
export IMPL_num_rows=21
export IMPL_hold_viol=0
export IMPL_path_max_fanout=3
export IMPL_ys_cells=25
export IMPL_fin_ws_ns=-0.0899
export IMPL_dpl_hpwl_um=523
export IMPL_clock_buffer_count=0
-- cell usage in the layout (no fill, tap or decap), types with 2 or more instances in the layout --
cell type  count
ha_2           2
buf_6          3
nor2_1         2
a21oi_2        2
buf_2          9
conb_1         3
buf_4          6
-- routing by layer --
layer / up-vias / track usage [%] / routed length (um)
met5: - / 0 / 0
met3: 0 / 0.682 / 73
met4: 0 / 0 / 0
li1: 107 / - / -
met1: 87 / 2.37 / 302
met2: 9 / 3.85 / 317
-- kinds of logic after synthesis --
kind of cell / synth area share, %
fa+ha+maj: 20.7
compound gates: 14.5
xor+xnor: 4.83
simple gates: 26.9
mux: 5.52
other cells: 2.07
buf+inv: 25.5
-- area by class of cell --
class | count | area (um2)
fill | 399 | 3010
tap | 46 | 57.6
multi-input combinational | 20 | 193
inverter | 2 | 10.0
timing repair buffer | 20 | 150
-- metrics by stage --
stage,utilization [%],cells,setup TNS (ns)
finish,12.0,88,-0.343
global route,12.0,88,-0.652
CTS,11.9,89,-0.427
detailed placement,10.5,84,-6.89
global placement,10.5,84,-6.84
floorplan,-,27,0
-- worst min-delay path by stage --
| stage | endpoint | cells after the start |
|---|---|---|
| 4_1_cts | Data[3] | 4 |
| 5_1_grt | Data[3] | 4 |
| 6_report | Data[3] | 4 |
-- critical path: cells and delay by family --
family	cells	cell delay, ns
fa+ha+maj	1	0.17
simple gates	1	0.12
compound gates	1	0.21
buf+inv	3	0.23
-- repair_timing --
action / 4_1_cts / 5_1_grt
pin swaps: 4 / 3
resized: 56 / 3
setup endpoints to repair: 8 / 8
buffers inserted: 5 / 0
-- power groups by stage --
stage / clock, mW / sequential (mW) / combinational [mW]
CTS: 0 / 0 / 0.125
global route: 0 / 0 / 0.140
finish: 0 / 0 / 0.126
Power is estimated from default activity; no workload was simulated.
